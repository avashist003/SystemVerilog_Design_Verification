**flow/run.sh**
```bash
#!/bin/bash
# OpenROAD 26Q1-2900-gdf79404cd8, Yosys 0.63+post, stock flow scripts
make -C /OpenROAD-flow-scripts/flow DESIGN_CONFIG=/design/flow/config.mk WORK_HOME=/design/flow/orfs finish
```
**flow/config.mk**
```make
export PLATFORM = sky130hd
export DESIGN_NAME = register_file
export DESIGN_NICKNAME = register_file
export VERILOG_FILES = /design/flow/design.v
export SDC_FILE = /design/flow/constraint.sdc
export NUM_CORES = 4
export LEC_CHECK = 1
export CORE_UTILIZATION = 30
export SYNTH_HDL_FRONTEND = slang
```
**flow/constraint.sdc**
```tcl
current_design register_file

set clk_period 1.8
set clk_io_pct 0.2

create_clock -name clk0 -period $clk_period [get_ports {clk}]

set non_clock_inputs [all_inputs -no_clocks]
set_input_delay [expr $clk_period * $clk_io_pct] -clock clk0 $non_clock_inputs
set_output_delay [expr $clk_period * $clk_io_pct] -clock clk0 [all_outputs]
```
**flow/design.v**
```verilog
module register_file 
  #(parameter DATA_WIDTH = 8,
    parameter DEPTH = 2
   ) (
    input logic clk,
    input logic rst_n,
    input logic [DEPTH-1:0] in_rd_addr1,
    input logic [DEPTH-1:0] in_rd_addr2,
    output logic [DATA_WIDTH-1:0] out_rd_data1,
    output logic [DATA_WIDTH-1:0] out_rd_data2,
    input logic  in_we,
    input logic [DEPTH-1:0] in_wr_addr,
    input logic [DATA_WIDTH-1:0] in_wr_data
  );
  logic [DATA_WIDTH-1:0] reg_file [2**DEPTH-1:0];
  always_ff@(posedge clk, negedge rst_n) begin
    if (!rst_n) begin
      for(integer i= 0; i < 2**DEPTH; i=i+1) begin
        reg_file[i] <= '0;
      end
    end
    else begin
      if (in_we && (in_wr_addr != '0)) begin
        reg_file[in_wr_addr] <= in_wr_data;
      end
    end
  end
  assign out_rd_data1 = (in_rd_addr1 == '0) ? '0 : reg_file[in_rd_addr1];
  assign out_rd_data2 = (in_rd_addr2 == '0) ? '0 : reg_file[in_rd_addr2];
  property first1_location_zero_P;
    @(posedge clk) disable iff (!rst_n)
    in_rd_addr1 == '0 |-> (out_rd_data1 == '0);
  endproperty
  property first2_location_zero_P;
    @(posedge clk) disable iff (!rst_n)
    in_rd_addr2 == '0 |-> (out_rd_data2 == '0);
  endproperty
  first1_location_zero_A: assert property(first1_location_zero_P)
    else $display($time, " Failed");
    first2_location_zero_A: assert property(first2_location_zero_P)
    else $display($time, " Failed");
endmodule
```
==> impl_metrics.tcl <==
# place-and-route summary
set metrics [dict create \
    cap_violations 0 \
    fa_ha_area_frac 0 \
    io_buffers 32 \
    tool_warnings 27 \
    setup_violations 0 \
    worst_path_largest_cell_delay_ps 400 \
    clkSinkCount 24 \
    fin_crit_ps 1770 \
    finalHoldViolCount 0 \
    drv_slew 0 \
    postSynthCellCount 92 \
    drc 0 \
    avgSynthCellArea_um2 13.9 \
    finalInstanceArea_um2 1930 \
    cp-start-kind "flop" \
    grt_first_pass_wirelength_mm 5.39 \
    hp-class "primary input to async pin" \
    p_leak_nw 0.957 \
    worst_slew_pin_slew_ps 316 \
    xor_share 0 \
    clockBufferDepth 2 \
    cts-htree-levels 1 \
    regMostFlops "reg_file" \
    worstPathCellList "buf_4, mux2_4, a22o_1, clkdlybuf4s15_1" \
    insertion_delay_ps 260 \
    io_pins 33 \
    drive_above_1_share 0.537 \
    grt_setup_unrepaired "true" \
    path_max_fanout 3 \
    post-dp-hpwl_mm 2.10 \
    grt_overflow 0 \
    yosysUniqueCellTypes 12 \
    area_delta_synth_final_pct 51.7 \
    largest_reg_flops 24 \
    worstSetupEndpointType "primary output" \
    dr.pass1.iters 4 \
    skew_ps 0 \
    placed_area_um2 1720 \
    antenna_cells 0 \
    relSlewSlack 0.789 \
    drt_first_iter_violations 31 \
    ys_seq_elements 24 \
    ys_chip_area_um2 1270 \
    vias 972 \
    fp_util 0.316 \
    synthAoiAreaFrac 0.103 \
    largestRegisters "reg_file (24)" \
    startpoint "reg_file[9]" \
    die_w_um 67.2 \
    vias_per_cell 4.93 \
    numCtsBuffers 3 \
    ant_nets 0 \
    status "finished clean" \
    cts_hold_buf 0 \
    ys_seq_frac 0.471 \
    grt_pass1_vias 1097 \
    r2r-start "reg_file[13]" \
    coreArea_um2 4030 \
    top_logic_kind "multiplexers" \
    ir_drop_mv 0.396 \
    ys_cells 92 \
    worstSetupPathType "flop to primary output" \
    power_density_nw_per_um2 819 \
    antenna_found_initial 0 \
    gp_congestion 0.759 \
    synth.cell_area_um2 1270 \
    cts-root-buf "clkbuf_8" \
    cp_num_buf_inv 2 \
    drt-wirelength-per-cell_um 16.5 \
    crit_arrival_ps 1410 \
    crit_family "flip-flops" \
    grt_use_total 0.166 \
    period_used_share 0.981 \
    cts_tree "built" \
    total_power_mw 1.58 \
    ys.warnings.count 0 \
    synthMuxAreaShare 0.360 \
    cts.clk_slew.worst_paths_ps 80 \
    wl_mm 3.25 \
    grt_start_max_net_pins 25 \
    fmax_mhz 566 \
    slowest_stage "dfrtp_1" \
    ys_sh_simple 0.0383 \
    fp.dieH_um 67.2 \
    chipArea_um2 4510 \
    std_cell_rows 23 \
    crit_required_ps 1440 \
]
[per-layer routing]
metal	global-route usage	vias up	wire [um]
met4	0.0266	0	26
li1	-	460	-
met3	0.0205	2	108
met1	0.269	487	1710
met5	0	-	0
met2	0.246	23	1400
[final cells by class]
class | count | area, um2
fill | 360 | 2090
sequential | 24 | 601
clock buffer | 3 | 41.3
multi-input combinational | 62 | 693
timing repair buffer | 58 | 537
tap | 50 | 62.6
[placed cells by master, fill, tap and decap left out]
cell type / n
clkdlybuf4s50_1: 12
nand2_1: 1
clkdlybuf4s15_2: 1
nand3_2: 1
dfrtp_1: 24
mux2i_1: 2
mux2_4: 13
dlygate4sd2_1: 6
buf_6: 8
nor2b_2: 2
mux2_2: 26
buf_4: 19
clkbuf_8: 3
clkbuf_2: 3
nand3b_2: 2
clkdlybuf4s15_1: 4
buf_8: 1
dlymetal6s2s_1: 4
a22o_1: 15
[where the power goes]
part           total, mW  switching, mW  internal, mW
combinational      0.558          0.156         0.401
clock              0.308          0.159         0.149
sequential         0.718         0.0762         0.642
[worst reg2reg max path, stage by stage, from the launching register on]
cell	delay, ps
dfrtp_1	400
buf_6	120
buf_4	120
mux2_2	250
[metrics by stage]
step | TNS (ps) | worst slack, ps | instances | hold WS, ps | utilization
2_1_floorplan | 0 | 424 | 92 | 64.4 | -
5_1_grt | -18.9 | -15.0 | 197 | 489 | 0.480
6_report | 0 | 34.1 | 197 | 456 | 0.480
3_5_place_dp | -8190 | -590 | 181 | 511 | 0.427
4_1_cts | -312 | -76.4 | 195 | 454 | 0.470
3_3_place_gp | -8170 | -581 | 181 | 499 | 0.427
[synthesized netlist by cell type, drive strengths merged]
| library cell | instances | area share |
|---|---|---|
| clkbuf | 1 | 0.0029 |
| mux2i | 2 | 0.016 |
| nand3b | 2 | 0.018 |
| nor2b | 2 | 0.0098 |
| a22o | 15 | 0.10 |
| buf | 5 | 0.025 |
| nand3 | 1 | 0.0079 |
| dfrtp | 24 | 0.47 |
| mux2 | 39 | 0.34 |
| nand2 | 1 | 0.0029 |
[what timing repair did]
| action | CTS | global route |
|---|---|---|
| pin swaps | 10 | 10 |
| gates resized | 48 | 17 |
| endpoints found under the setup margin | 16 | 10 |
| buffers inserted | 11 | 4 |
[path summary, 6_finish.rpt]
check                      slack (ps)         endpoint  depth (start not counted)
max                                30  out_rd_data1[1]                          4
min                               460     reg_file[16]                          2
max reg2reg                       800     reg_file[13]                          3
min reg2reg                       530     reg_file[31]                          1
max in group asynchronous        1110     reg_file[21]                          2
min in group clk0                 530     reg_file[31]                          1
[cell families (layout without fill, tap and decap cells)]
logic type,after synthesis,count (layout)
buf+inv,6,61
compound gates,15,15
simple gates,6,6
flops,24,24
mux,41,41
No activity file was given, so power comes from the tool's default toggle rates.
