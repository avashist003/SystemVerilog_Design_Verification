File: flow/run.sh
#!/bin/bash
# OpenROAD 26Q1-2900-gdf79404cd8, Yosys 0.63+post, stock flow scripts
make -C /OpenROAD-flow-scripts/flow DESIGN_CONFIG=/design/flow/config.mk WORK_HOME=/design/flow/orfs finish
File: flow/config.mk
export PLATFORM = sky130hd
export DESIGN_NAME = rr_arbiter
export DESIGN_NICKNAME = rr_arbiter
export VERILOG_FILES = /design/flow/design.v
export SDC_FILE = /design/flow/constraint.sdc
export NUM_CORES = 4
export LEC_CHECK = 1
export CORE_AREA = 10 10 70 70
export DIE_AREA = 0 0 80 80
export SYNTH_HDL_FRONTEND = slang
File: flow/constraint.sdc
current_design rr_arbiter

set clk_period 4.3
set clk_io_pct 0.2

create_clock -name clk0 -period $clk_period [get_ports {clk}]

set non_clock_inputs [all_inputs -no_clocks]
set_input_delay [expr $clk_period * $clk_io_pct] -clock clk0 $non_clock_inputs
set_output_delay [expr $clk_period * $clk_io_pct] -clock clk0 [all_outputs]
File: flow/design.v
module rr_arbiter
  (
    input logic clk,
    input logic rst,
    input logic [3:0] req,
    output logic [3:0] grant
  );
  logic [1:0] ptr;
  logic [3:0] grant_next;
  always_comb begin
    grant_next = '0;
    case(ptr)
      2'b00: begin
        if (req[0]) begin
          grant_next = 4'b0001;
        end
        else if (req[1]) begin
          grant_next = 4'b0010;
        end
        else if (req[2]) begin
          grant_next = 4'b0100;
        end
        else if (req[3]) begin
          grant_next = 4'b1000;
        end
      end
      2'b01: begin
        if (req[1]) begin
          grant_next = 4'b0010;
        end
        else if (req[2]) begin
          grant_next = 4'b0100;
        end
        else if (req[3]) begin
          grant_next = 4'b1000;
        end
        else if (req[0]) begin
          grant_next = 4'b001;
        end
      end
      2'b10: begin
        if (req[2]) begin
          grant_next = 4'b0100;
        end
        else if (req[3]) begin
          grant_next = 4'b1000;
        end
        else if (req[0]) begin
          grant_next = 4'b001;
        end
        else if (req[1]) begin
          grant_next = 4'b0010;
        end
      end
      2'b11: begin
        if (req[3]) begin
          grant_next = 4'b1000;
        end
        else if (req[0]) begin
          grant_next = 4'b001;
        end
        else if (req[1]) begin
          grant_next = 4'b0010;
        end
        else if (req[2]) begin
          grant_next = 4'b0100;
        end
      end
    endcase
  end
  always_ff@(posedge clk) begin
    if (rst) grant <= '0;
    else grant <= grant_next;
  end
  always_ff@(posedge clk) begin
    if (rst) begin
      ptr <= 0;
    end
    else begin
      case(grant_next)
        4'b0001: ptr <= 2'b01;
        4'b0010: ptr <= 2'b10;
        4'b0100: ptr <= 2'b11;
        4'b1000: ptr <= 2'b00;
      endcase
    end
  end
endmodule
==> changes_impl.md <==
### Metrics

* IO Pins at 10
* Actual slew at the worst max-slew pin at 0.322 ns
* Register area share after synthesis at 37.5%
* Port Buf Inserts at 9
* Routed Antenna Nets at 0
* R2r startpoint: ptr[2]
* Total number of vias at 356
* Final Skew at 0.000559 ns
* CTS tree: yes
* CTS Sinks at 7
* Placed cell area at 522 µm²
* Status: complete, no violations
* Initial DRT Pass Iterations at 4
* Slew Limit Fails at 0
* Fp_density at 11.0%
* Pwr Total at 0.174 mW
* Reg2Reg Setup Slack at 2.82 ns
* Clock tree buffer depth at 2
* CP required at 4.43 ns
* Routed len/inst at 7.72 µm
* DIE HEIGHT at 80 µm
* Clk latency late pin at 0.25 ns
* R2R depth at 6
* Setup TNS at 0 ns
* Root Driver: clkbuf_4
* Logic cell area at 226 µm²
* Tool warnings at 25
* HP Class: flop to flop
* End of the worst register-to-register path: ptr[1]
* Drt drc at 0
* PostCTS Resize Cnt at 0
* Drt first-iter violations at 44
* CTS clock-pin slew for the worst setup and hold paths at 0.05 ns
* Lkg Pwr at 0.186 nW
* Unique masters post-synth at 21
* Routed wl met2 at 379 µm
* CTS Buf Count at 3
* Synthesis area per yosys at 374 µm²
* FILL cells at 384
* N_diodes at 0
* Initial antenna violation count at 0
* Met1 wire length at 320 µm
* Max Cap Viol at 0
* Core Area at 3420 µm²
* Layout cells sized above 1 at 12.1%
* Flops after synth at 7
* DIE WIDTH at 80 µm
* Die area at 6400 µm²
* WL met3 at 103 µm
* Row count at 21
* Setup-failing EPs final at 0
* First-pass GRT wire length at 1300 µm
* Hold Path Origin: ptr[1]
* RePlAce Congestion at 0.842
* Crit path kind: input pin to flop
* Post-layout instance area at 548 µm²
* Post-Syn Area per Cell at 8.31 µm²
* Crit path max fanout at 6
* Worst setup EP type: flop
* Worst Hold Depth at 2
* Post-CTS Hold Fix Bufs at 0
* Critical path data arrival time at 2.36 ns
* Synth-to-Final Area Change at 46.5%
* Max Used Layer: met3
* Largest net degree at the start of global routing at 9
* Post-CTS Setup Inserts at 0
* Maximum vdd drop at 88.9 µV
* # Cells Yosys at 45
* Synthesized instance count at 45
* Period utilisation layout at 51.8%
* Final hold vios at 0
* Fmax at 449 MHz
* Worst rel slew slack at 78.4%
* Via-per-instance ratio at 3.42
* Vias in the first global route at 326
* Worst hold margin at 0.571 ns
* Final min period at 2.23 ns
* H-tree depth at 1
* Pwr dens at 318 nW/µm²
* Synth warn at 0
* Total GRT Usage at 2.39%
* Syn Std Cell Area at 374 µm²
* Hold Path Sink: ptr[1]
* Total Wirelength at 803 µm
* Register area at 140 µm²
* Element type at the critical path start: input pin
* Total grt overflow at 0
* RSZ-0062 raised after global routing: no
[critical path, stage by stage]
cell             delay (ns)
clkdlybuf4s50_1        0.48
nor2b_1                0.18
o21ai_1                0.12
nand3_1                0.19
and3_2                 0.28
o21ai_0                0.16
a21oi_1                0.08
[layer usage]
layer	vias to the layer above	GRT usage, %
met2	9	4.17
met5	-	0
li1	187	-
met1	160	2.56
met4	0	0.176
met3	0	1.36
[report_power, final]
| part | total, mW | internal, mW | switching, mW | leakage (nW) |
|---|---|---|---|---|
| logic | 0.0424 | 0.0217 | 0.0206 | 0.114 |
| registers | 0.0738 | 0.0695 | 0.00426 | 0.0573 |
| clock network | 0.0582 | 0.0353 | 0.0229 | 0.0150 |
[kinds of logic after synthesis]
logic type,after synthesis,share of synthesized area [%]
and+or+nand+nor,16,20.1
AOI/OAI and AO/OA,19,38.1
DFF,7,37.5
xor gates and xnor gates,1,2.34
buffers and inverters,2,2.01
[layout by cell type (no fill, tap or decap)]
cell | synthesis | routed
a211o_1 | 1 | 1
a21o_1 | 1 | 1
a21oi_1 | 6 | 6
a221oi_1 | 1 | 1
a31oi_1 | 1 | 1
and3_2 | 1 | 1
clkbuf_1 | 0 | 1
clkbuf_4 | 0 | 3
clkdlybuf4s50_1 | 0 | 9
dfxtp_1 | 7 | 7
inv_1 | 2 | 2
nand2_1 | 3 | 3
nand3_1 | 2 | 2
nor2_1 | 6 | 6
nor2b_1 | 3 | 3
nor3_1 | 1 | 1
o21a_1 | 1 | 1
o21ai_0 | 2 | 2
o21ai_1 | 2 | 2
o21ai_2 | 1 | 1
o21ai_4 | 1 | 1
o21bai_1 | 1 | 1
o31ai_4 | 1 | 1
xnor2_1 | 1 | 1
[cell usage after synthesis]
cell type  n  area share [%]
nand2_1    3             3.0
o21a_1     1             2.0
a31oi_1    1             1.7
a21oi_1    6             8.0
nor2b_1    3             5.0
o21ai_1    2             2.7
and3_2     1             2.0
inv_1      2             2.0
o31ai_4    1             5.7
o21bai_1   1             2.0
o21ai_2    1             2.3
o21ai_4    1             4.3
nor3_1     1             1.3
a221oi_1   1             2.3
a21o_1     1             2.0
dfxtp_1    7              37
nand3_1    2             2.7
nor2_1     6             6.0
o21ai_0    2             2.7
a211o_1    1             2.3
xnor2_1    1             2.3
[flip-flops by register name, summed over array words and instances, names as in the netlist]
signal / flops
grant: 4
ptr: 3
[worst max path at each step]
stage,startpoint,end,cells after the start
finish,req[0],ptr[1],7
global route,req[3],ptr[2],7
CTS,req[0],ptr[1],7
[cell type report]
class / count / area share (%)
multi-input combinational: 36 / 41.3
clock buffer: 4 / 4.79
timing repair buffer: 9 / 16.4
inverter: 2 / 1.37
tap: 46 / 10.5
sequential: 7 / 25.6
[per-stage QoR]
step | worst slack [ns] | std cells | utilization [%]
after floorplan | 2.44 | 45 | -
after global placement | 1.84 | 100 | 15.3
after detailed placement | 1.80 | 100 | 15.3
after CTS | 2.06 | 104 | 16.0
after global routing | 1.95 | 104 | 16.0
final | 2.07 | 104 | 16.0
No activity file was given, so power comes from the tool's default toggle rates.
