File: flow/design.v
module bit_serial_adder (
  input logic clk,
  input logic rst_n,
  input logic valid_in,
  input logic [3:0] in_a,
  input logic [3:0] in_b,
  output logic ready_out,
  output logic [3:0] y_out,
  output logic valid_out
);
  logic [3:0] reg_a, reg_b;
  logic c_out;
  logic s_out;
  logic c_reg;
  logic [2:0] count;
  always_ff@(posedge clk, negedge rst_n) begin
    if (!rst_n) begin
      reg_a <= '0;
      reg_b <= '0;
      c_reg <= 0;
      count <= '0;
      ready_out <= 1;
      valid_out <= 0;
    end
    else if (valid_in && ready_out) begin
      reg_a <= in_a;
      reg_b <= in_b;
      count <= count + 1;
      ready_out <= 0;
      valid_out <= 0;
    end
    else if (count >= 3'b001) begin
      reg_a <= {s_out, reg_a[3:1]} ;
      reg_b <= reg_b >> 1;
      c_reg <= c_out;
      count <= count + 1;
      if (count == 3'b100) begin
        ready_out <= 1;
        valid_out <= 1;
        count <= '0;
      end
    end
  end
  assign y_out = reg_a;
  assign {c_out, s_out} = reg_a[0] + reg_b[0] + c_reg; 
  property ready_valid_in_P;
    @(posedge clk) disable iff (!rst_n)
    valid_in && !ready_out |-> ##1 valid_in && $stable(in_a) && $stable(in_b);
  endproperty
  logic [3:0] in_1, in_2;
  logic [3:0] sum_out;
  always_ff@(posedge clk, negedge rst_n) begin
    if (!rst_n) begin
      in_1 <= '0;
      in_2 <= '0;
    end
    else if (valid_in && ready_out) begin
      in_1 <= in_a;
      in_2 <= in_b;
    end
  end
  assign sum_out = in_1 + in_2;
  property out_check_P;
    @(posedge clk) disable iff (!rst_n)
    valid_out |-> (y_out == sum_out);
  endproperty
  assume property(ready_valid_in_P) $display($time, " PASS-1");
    else $display($time, " FAILED-1");
    assert property(out_check_P) $display($time, " PASS-2");
      else $display($time, " FAILED-2");
endmodule
File: flow/run.sh
#!/bin/bash
# OpenROAD 26Q1-2900-gdf79404cd8, Yosys 0.63+post, stock flow scripts
make -C /OpenROAD-flow-scripts/flow DESIGN_CONFIG=/design/flow/config.mk WORK_HOME=/design/flow/orfs finish
File: flow/config.mk
export PLATFORM = sky130hd
export DESIGN_NAME = bit_serial_adder
export DESIGN_NICKNAME = bit_serial_adder
export VERILOG_FILES = /design/flow/design.v
export SDC_FILE = /design/flow/constraint.sdc
export NUM_CORES = 4
export LEC_CHECK = 1
export CORE_AREA = 10 10 78 78
export DIE_AREA = 0 0 88 88
export SYNTH_HDL_FRONTEND = slang
File: flow/constraint.sdc
current_design bit_serial_adder

set clk_period 4.4
set clk_io_pct 0.2

create_clock -name clk0 -period $clk_period [get_ports {clk}]

set non_clock_inputs [all_inputs -no_clocks]
set_input_delay [expr $clk_period * $clk_io_pct] -clock clk0 $non_clock_inputs
set_output_delay [expr $clk_period * $clk_io_pct] -clock clk0 [all_outputs]
==> impl_metrics.toml <==
# implementation run metrics
[clocking]
htreeDepth = 1
cts_buffers = 3
clockBufferDepth = 2
cts_root_buffer = "clkbuf_8"
cts_resized = 0
tritoncts = "yes"
postCtsSetupBuffers = 0
insertion_delay_ps = 240
numClockSinks = 14
clk_pin_slew_worst_paths_ps = 60
ctsHoldBuffers = 0

[power]
pwr-share-seq_pct = 39.0
intPower_mw = 0.438
power.share.clock_pct = 18.5
p_comb_share_pct = 42.5
power_switching_share_pct = 33.4
powerDensity_nw_per_um2 = 693
vdd_drop_max_mv = 0.348
cellLeakagePower_nw = 0.396
p_switching_mw = 0.219

[floorplan]
initCoreUtil_pct = 15.5
ios = 17
core_area_um2 = 4410
die_width_um = 88
dieArea_um2 = 7740
die_h_um = 88
placementRows = 24

[timing]
maxSlewHeadroom_pct = 43.0
max_freq_mhz = 456
hold_viol = 0
setup_ws_ps = 2210
setup_viol_count_final = 0
fin_setup_tns_ps = 0
drv_slew = 0
period_minus_slack_ps = 2190
rsz0062_at_grt = "no"
finClkSkew_ps = 1.75
worst_slew_pin_slew_ps = 848
finalCritPeriodShare_pct = 49.8

[global_routing]
grt_usage_pct = 3.94
grt_max_degree = 20
grt_overflow = 0
antenna_found_initial = 0
grt_pass1_vias = 503
grt_pass1_wl_um = 2440

[drt]
wire_per_inst_um = 11.6
via_per_inst = 3.80
drtAntennaViolNets = 0
diodes = 0
route.top_layer_used = "met4"
detail_route.first_pass.iterations = 2
wl_met2_um = 625
met3_length_um = 170
drc = 0
routed_wl_um = 1510
vias = 494
met1Wirelength_um = 708
drtIter0Drc = 29

[setup_path]
arrival_ps = 1310
critical_path_required_ps = 3520
path_buffers = 1
worstPathCellList = "clkdlybuf4s50_1"
crit_slowest_cell = "dfstp_2"
ff2ff_path_depth = 4
critPathTopFamily = "flip-flops"
worst_setup_path_end_kind = "primary output"
r2r-end = "y_out[3]"
reg2reg_from = "count[0]"
crit_type = "register to primary output"
path_max_fanout = 6
rrSetupSlack_ps = 2400
critPathLaunchType = "register"
slowest_delay_ps = 580

[min_path]
min-delay-start = "ready_out"
min_path_cells = 1
whs_endpoint = "ready_out"
min_path_type = "register to register"

[yosys]
ys_cells = 60
topCellsByArea = "dfrtp_1 48%, mux2i_1 12%, a21oi_1 8.1%, ha_1 5.5%, nor2_1 4.4%"
syn-cell-area_um2 = 683
ys_area_um2 = 683
simple_gate_share_pct = 11.9
ys_sh_xor_pct = 0
aoi_share_pct = 11.5
synthCells = 60
ys.flops = 14
synth.area.mux_share_pct = 13.4
synth_top_area_share_pct = 47.6
synth_cell_type_count = 19
syn_area_per_cell_um2 = 11.4
yosysTopAreaCell = "dfrtp_1"
synth.logic.top_family = "multiplexers"
fa_ha_area_share_pct = 8.42
ys_warn_count = 0
ys_seq_share_pct = 51.5

[placement]
dp_slack_ps = 2120
gp_congestion = 0.777
dp.final_hpwl_um = 1180
port_buffers = 16

[status]
status = "completed"

[run]
log.warning_count = 27
maxCapViolations = 0

[cells_and_area]
syn_to_final_growth_pct = 38.8
drive_above_1_share_pct = 10.3
nFillCells = 457
final_core_util_pct = 21.5
synthesized netlist by cell type (all sizes together):
| cell type | number |
|---|---|
| a21oi | 11 |
| fa | 1 |
| mux2i | 8 |
| buf | 1 |
| a221oi | 1 |
| nand2 | 3 |
| a21o | 1 |
| inv | 2 |
| nor2 | 8 |
| nand2b | 1 |
| dfrtp | 13 |
| nand3 | 2 |
| ha | 3 |
| clkbuf | 1 |
| dfstp | 1 |
| mux2 | 1 |
| a21boi | 1 |
| nor4 | 1 |
power by group through the flow:
stage	Combinational (mW)	Clock [mW]	Sequential (mW)
CTS	0.284	0.125	0.258
global route	0.312	0.132	0.267
finish	0.279	0.121	0.256
metrics by stage:
step | cells | hold slack, ps | power, mW | cell area (µm²)
finish | 130 | 524 | 0.657 | 948
CTS | 130 | 527 | 0.667 | 948
global route | 130 | 545 | 0.711 | 948
detailed placement | 126 | 515 | 0.540 | 893
floorplan | 60 | 466 | 0.434 | 683
global placement | 126 | 487 | 0.526 | 893
cells in the final DEF (no fill, tap or decap), drive strengths merged:
| cell | Yosys | routed |
|---|---|---|
| a21boi | 1 | 1 |
| a21o | 1 | 1 |
| a21oi | 11 | 11 |
| a221oi | 1 | 1 |
| clkbuf | 1 | 4 |
| clkdlybuf4s50 | 0 | 16 |
| dfrtp | 13 | 13 |
| dfstp | 1 | 1 |
| fa | 1 | 1 |
| ha | 3 | 3 |
| inv | 2 | 2 |
| mux2 | 1 | 1 |
| mux2i | 8 | 8 |
| nand2 | 3 | 3 |
| nand2b | 1 | 1 |
| nand3 | 2 | 2 |
| nor2 | 8 | 8 |
| nor4 | 1 | 1 |
logic make-up (layout without fill, tap and decap cells):
group	count (synthesis)	in the layout
flops	14	14
mux	9	9
compound gates	14	14
buf+inv	4	22
fa+ha+maj	4	4
simple gates	15	15
final cells by class:
| cell class | instances | area (µm²) | share of cell area, % |
|---|---|---|---|
| clock buffers | 4 | 55.1 | 5.80 |
| repair buffers | 16 | 160 | 16.9 |
| flip-flops and latches | 14 | 352 | 37.1 |
| well taps | 52 | 65.1 | 6.86 |
| multi-input cells | 42 | 309 | 32.6 |
| inverters | 2 | 7.51 | 0.792 |
worst max-delay path by stage:
| stage | depth (start not counted) | endpoint | start |
|---|---|---|---|
| CTS | 1 | ready_out | ready_out |
| global route | 1 | ready_out | ready_out |
| finish | 1 | ready_out | ready_out |
metal layers:
| layer | track usage [%] | vias to the layer above |
|---|---|---|
| met2 | 5.29 | 14 |
| met4 | 0.290 | 0 |
| met5 | 0 | - |
| li1 | - | 242 |
| met1 | 5.63 | 236 |
| met3 | 2.15 | 2 |
Power is estimated from default activity; no workload was simulated.
